File: ./design.v
module button_counter_pro (
    input clk,
    input rst_btn,
    input inc_btn,
    output reg [3:0] led
);
    localparam STATE_IDLE = 2'd0;
    localparam STATE_INC = 2'd1;
    localparam STATE_WAIT = 2'd2;
    localparam MAX_WAIT_COUNT = 32'd5000000;
    wire rst;
    assign rst = ~rst_btn;
    wire inc;
    assign inc = ~inc_btn;
    reg [31:0] wait_count;
    reg [1:0] state;
    always @ (posedge clk or posedge rst) begin
        if (rst == 1'b1) begin
            state <= STATE_IDLE;
            led <= 4'b0;
        end else begin
            case (state)
                STATE_IDLE: begin
                    wait_count <= MAX_WAIT_COUNT;
                    if (inc == 1'b1) begin
                        state <= STATE_INC;
                    end
                end
                STATE_INC: begin
                    led <= led + 1;
                    state <= STATE_WAIT;
                end
                STATE_WAIT: begin
                    if (wait_count == 32'b0) begin
                        state <= STATE_IDLE;
                    end else begin
                        wait_count <= wait_count - 1;
                    end
                end
                default: state <= STATE_IDLE;
            endcase
        end
    end
endmodule
File: ./run.sh
#!/bin/bash
# OpenROAD 26Q1-2900-gdf79404cd8, Yosys 0.63+post, stock flow scripts
make -C /OpenROAD-flow-scripts/flow DESIGN_CONFIG=/design/flow/config.mk WORK_HOME=/design/flow/orfs finish
File: ./config.mk
export PLATFORM = sky130hd
export DESIGN_NAME = button_counter_pro
export DESIGN_NICKNAME = button_counter_pro
export VERILOG_FILES = /design/flow/design.v
export SDC_FILE = /design/flow/constraint.sdc
export NUM_CORES = 4
export LEC_CHECK = 1
export CORE_UTILIZATION = 40
File: ./constraint.sdc
current_design button_counter_pro

set clk_period 8.6
set clk_io_pct 0.2

create_clock -name clk0 -period $clk_period [get_ports {clk}]

set non_clock_inputs [all_inputs -no_clocks]
set_input_delay [expr $clk_period * $clk_io_pct] -clock clk0 $non_clock_inputs
set_output_delay [expr $clk_period * $clk_io_pct] -clock clk0 [all_outputs]
==> flow_summary.rst <==
Implementation results
======================

.. list-table::
   :header-rows: 1

   * - Metric
     - Value
   * - Internal power of the cells
     - about 0.00028 W
   * - Number of warning messages in the yosys log
     - 1
   * - Count of max-cap constraint violations
     - 0
   * - Top cells by area, synth
     - sky130_fd_sc_hd__edfxtp_1 (47%), sky130_fd_sc_hd__dfrtp_1 (7.3%), sky130_fd_sc_hd__or4_1 (4.7%)
   * - Total setup buffers inserted after CTS
     - 0
   * - Flops after synth
     - 39
   * - Worst hold path cell count
     - 1
   * - Final weighted congestion in routability-driven placement
     - between 0.7 and 0.8
   * - Number of antenna repair diodes
     - 0
   * - Number of DRC violations after detailed routing
     - 0
   * - Routed wire length
     - a little under 4000 um
   * - PnR Total Power
     - 0.000343 W
   * - Final Setup Violations
     - 0
   * - Number of standard-cell rows in the floorplan
     - 25
   * - Deepest clock path buffer count
     - 2
   * - Relative contribution of combinational cells to total power
     - less than 1%
   * - Number of standard cells in the final layout excluding fillers
     - 261
   * - Data arrival time of the critical path
     - ~3.1 ns
   * - Share of post-route cells with drive strength above 1
     - under 10%
   * - Distinct cell type count after synthesis
     - 33
   * - Combined area of all synthesized cells
     - between 2000 and 2500 um2
   * - Hold Vio Cnt, Final
     - 0
   * - Count leader, synth
     - sky130_fd_sc_hd__edfxtp_1
   * - Portion of the post-synthesis area used by sequential elements
     - approximately 55%
   * - Placed cells
     - about 250
   * - Net switching power figure
     - approximately 0.000066 W
   * - Total number of warnings across the stage logs
     - 25
   * - TritonCTS buffer count
     - 5
   * - Category of the worst setup path capture point
     - flip-flop
   * - Resized Gates After CTS
     - 0
   * - Final standard cell utilization of the core
     - a little under half
   * - Total global routing track utilization
     - 17.1%
   * - Headroom to the max-slew limit
     - between 40 and 50%
   * - Cts-stage hold buffer count
     - 0
   * - Sequential power share
     - between 50% and 60%
   * - Number of enable-type register cells in the synthesized netlist
     - 32
   * - Total die size
     - 5430 um2
   * - Average vias per placed instance
     - 5.65
   * - Area share of the leading cell type in the synthesized netlist
     - between 40% and 50%
   * - Dpl hpwl
     - between 2000 and 3000 um
   * - Global-route wire length before repair
     - roughly 6800 um
   * - Number of ports placed on the die boundary
     - 7
   * - Vias post-DR
     - between 1k and 1.5k
   * - Crit path max-delay cell type
     - sky130_fd_sc_hd__clkdlybuf4s50_1
   * - Required @ worst endpoint
     - roughly 8.5 ns
   * - Post-layout period usage of the worst path
     - between 30% and 40%
   * - TritonRoute pass-1 iters
     - 4
   * - Fin Setup TNS
     - 0 ns
   * - Largest stage delay on the critical path
     - 0.65 ns
   * - Leakage power figure
     - roughly 0.73 nW
   * - Final worst path period need
     - 3.12 ns
   * - Antenna violations before repair
     - 0
   * - Overall overflow remaining after global route
     - 0
   * - PD cells
     - about 150 nW/um2
   * - Clock Sinks
     - 39
   * - Pin count of the biggest net entering global routing
     - 33
   * - Switching portion of total power
     - 19.2%
   * - Detailed-route wire length per cell
     - between 15 and 20 um
   * - Share of power burned in the clock network
     - between 40 and 50%
   * - Buffers added on ports
     - 6
   * - Path type of the worst setup path
     - in -> reg
   * - Via count of the first global-routing pass
     - ~1.5k
   * - Pre-Place Util
     - 42.4%
   * - Top fanout value on the critical path
     - 32
   * - Worst skew pair latency
     - between 0.2 and 0.3 ns
   * - Cell type with the largest total area after synthesis
     - sky130_fd_sc_hd__edfxtp_1
   * - Outcome
     - finished clean
   * - Classification of the worst-slack hold path
     - reg -> reg
   * - Die H
     - 73.7 um
   * - Worst reg2reg path depth
     - 5
   * - Remaining antenna violation count after routing
     - 0
   * - Core Box Area
     - 4850 um2
   * - Launching element type of the critical path
     - primary input
   * - Number of pins with negative max-slew slack in the final report
     - 0
   * - Setup skew after layout
     - around 0.0099 ns
   * - Buffer type at the clock tree root
     - sky130_fd_sc_hd__clkbuf_8
   * - Measured slew at the worst slew-check pin
     - ~0.85 ns
   * - Die boundary width
     - 73.7 um
   * - Commonest cells in the netlist
     - sky130_fd_sc_hd__edfxtp_1 (32), sky130_fd_sc_hd__a21oi_1 (15), sky130_fd_sc_hd__nor2_1 (14), sky130_fd_sc_hd__or4_1 (13)
   * - Cell total in the yosys stat output
     - around 190
   * - TritonCTS clock tree
     - done
   * - H-tree levels
     - 2
   * - Number of DRC violations after detailed-routing iteration 0
     - 125
   * - Maximum clock frequency
     - between 300 and 400 MHz
   * - Area of the synthesized netlist per yosys stat
     - between 2000 and 2500 um2
   * - Most used flip-flop cell after synthesis
     - sky130_fd_sc_hd__edfxtp_1
   * - Avg Inst Size Synth
     - approximately 11 um2
   * - Number of instances in the synthesized netlist
     - ~190
   * - VDD IR max
     - 0.0847 mV
   * - Setup repair after global routing missed its margin
     - no
   * - Post-synthesis async set-or-reset flop share
     - between 10% and 20%
   * - Clock-pin transition on the worst setup and hold timing paths
     - approximately 0.08 ns
   * - Area overhead of the layout relative to synthesis
     - 12.1%
   * - Critical path, cell by cell
     - clkdlybuf4s50_1, o21ai_0, a21oi_2, buf_4
## cells in the final DEF (no fill, tap or decap), drive strengths merged, types with 2 or more instances in the layout
cell type      synthesis  layout
buf                    0       3
ha                     2       2
clkinv                 0       2
mux2                   2       2
o31ai                 11      11
nand3                  6       6
or4                   14      14
nor4                  11      11
clkdlybuf4s50          0       6
a21oi                 15      15
nand2b                 7       7
xor2                   7       7
xnor2                  6       6
o21ai                  6       6
and3                   2       2
clkbuf                 8       6
nand2                  9       9
nand4bb                2       2
edfxtp                32      32
mux2i                  3       3
or3                    5       5
nor3                   2       2
nand4                  4       4
nand4b                 2       2
nor2                  14      14
inv                    3       3
dfrtp                  6       6
## registers in the layout (all words and copies together) (netlist names)
| register | count |
|---|---|
| wait_count | 32 |
| led | 4 |
| state | 3 |
## metrics by stage
step | area (um2) | hold WS, ns | setup WS (ns)
CTS | 2300 | 0.498 | 5.45
global route | 2300 | 0.535 | 5.33
finish | 2300 | 0.482 | 5.48
global placement | 2200 | 0.462 | 5.17
floorplan | 2060 | 0.424 | 4.78
detailed placement | 2200 | 0.486 | 5.14
## final cells by class
type                    instances  area [um2]
clock inverters                 2        13.8
fillers                       414        2540
inverters                       3        11.3
flip-flops and latches         39        1140
repair buffers                  9        82.6
multi-input cells             135         881
well taps                      67        83.8
clock buffers                   6        93.8
## logic make-up (layout without fill, tap and decap cells)
family / Yosys count / count (layout) / synth area share (%)
and+or+nand+nor: 81 / 81 / 23.4
DFF: 39 / 39 / 55.3
AOI/OAI and AO/OA: 34 / 34 / 9.92
xor gates and xnor gates: 13 / 13 / 5.54
buffers and inverters: 11 / 20 / 2.01
muxes: 5 / 5 / 2.56
adders and majority gates: 2 / 2 / 1.22
## layer usage
layer	global-route usage [%]	routed length (um)
met1	27.9	1920
met2	24.6	1760
met3	5.55	181
met4	2.14	57
met5	0	0
## path summary, 6_finish.rpt
kind	from	slack, ns	endpoint
max	rst_btn	5.48	wait_count[0]
min	led[3]	0.48	led[3]
max reg2reg	wait_count[13]	5.64	wait_count[0]
min reg2reg	led[3]	0.48	led[3]
max in group asynchronous	rst_btn	6.64	state[0]
min in group asynchronous	rst_btn	1.68	state[2]
## critical path: cells and delay by family
kind / cells / cell delay (ns)
compound gates: 2 / 0.29
buf+inv: 2 / 1.04
## power groups by stage
stage	logic (W)	clock network [W]	registers (W)
5_1_grt	0.00000164	0.000153	0.000202
6_report	0.00000152	0.000140	0.000202
4_1_cts	0.00000157	0.000145	0.000202
Power and IR drop assume default switching activity.
