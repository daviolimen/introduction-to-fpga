--- config.mk ---
export PLATFORM = sky130hd
export DESIGN_NAME = fsm_moore
export DESIGN_NICKNAME = fsm_moore
export VERILOG_FILES = /design/flow/design.v
export SDC_FILE = /design/flow/constraint.sdc
export NUM_CORES = 4
export LEC_CHECK = 1
export CORE_UTILIZATION = 30
--- constraint.sdc ---
current_design fsm_moore

set clk_period 6.2
set clk_io_pct 0.2

create_clock -name clk0 -period $clk_period [get_ports {clk}]

set non_clock_inputs [all_inputs -no_clocks]
set_input_delay [expr $clk_period * $clk_io_pct] -clock clk0 $non_clock_inputs
set_output_delay [expr $clk_period * $clk_io_pct] -clock clk0 [all_outputs]
--- run.sh ---
#!/bin/bash
# OpenROAD 26Q1-2900-gdf79404cd8, Yosys 0.63+post, stock flow scripts
make -C /OpenROAD-flow-scripts/flow DESIGN_CONFIG=/design/flow/config.mk WORK_HOME=/design/flow/orfs finish
--- design.v ---
module fsm_moore (
    input clk,
    input rst_btn,
    input go_btn,
    output reg[3:0] led,
    output reg done_sig
);
    localparam STATE_IDLE = 2'd0;
    localparam STATE_COUNTING = 2'd1;
    localparam STATE_DONE = 2'd2;
    localparam MAX_CLK_COUNT = 24'd1500000;
    localparam MAX_LED_COUNT = 4'hf;
    wire rst;
    wire go;
    reg div_clk;
    reg [1:0] state;
    reg [23:0] clk_count;
    assign rst = ~rst_btn;
    assign go = ~go_btn;
    always @(posedge clk or posedge rst) begin
        if (rst == 1'b1) begin
            clk_count <= 24'b0;
        end else if (clk_count == MAX_CLK_COUNT) begin
            clk_count <= 24'b0;
            div_clk <= ~div_clk;
        end else begin
            clk_count <= clk_count + 1;
        end
    end
    always @(posedge div_clk or posedge rst) begin
        if (rst == 1'b1) begin
            state <= STATE_IDLE;
        end else begin
            case (state)
                STATE_IDLE: begin
                    if (go == 1'b1) begin
                        state <= STATE_COUNTING;
                    end
                end
                STATE_COUNTING: begin
                    if (led == MAX_LED_COUNT) begin
                        state <= STATE_DONE;
                    end
                end
                STATE_DONE: state <= STATE_IDLE;
                default: state <= STATE_IDLE;
            endcase
        end
    end
    always @ (posedge div_clk or posedge rst) begin
        if (rst == 1'b1) begin
            led <= 4'b0;
        end else begin
            if (state == STATE_COUNTING) begin
                led <= led + 1;
            end else begin
                led <= 4'b0;
            end
        end
    end
    always @ ( * ) begin
        if (state == STATE_DONE) begin
            done_sig = 1'b1;
        end else begin
            done_sig = 1'b0;
        end
    end
endmodule
==> impl_metrics.json <==
{
  "clkLatencyLatePin_ns": 0.26,
  "detail_route.wl_per_cell_um": 11.6,
  "synthesis.area_um2": 1500,
  "synth-edff-count": 1,
  "die_w_um": 72.8,
  "p_leak_uw": 0.000731,
  "ys_seq_share_pct": 53.7,
  "finalCritPeriodShare_pct": 36.6,
  "place_hpwl_um": 1810,
  "max_freq_mhz": 440,
  "cts-resized-gates": 0,
  "slowest_stage": "clkdlybuf4s50_1",
  "drcViolationCount": 0,
  "crit_path_end_kind": "register",
  "drt-initial-drc-count": 61,
  "grt_max_degree": 33,
  "async_flop_share_pct": 96.9,
  "layout-drive-gt1-share_pct": 7.79,
  "skew_ns": 0.00179,
  "fin_crit_ns": 2.27,
  "area_growth_pct": 13.3,
  "synth_cells": 144,
  "htreeDepth": 1,
  "worstPathArrival_ns": 2.26,
  "dr.pass1.iters": 4,
  "slew_viol_final": 0,
  "antenna_found_initial": 0,
  "cts_buffers": 3,
  "vias": 988,
  "max_cap_violations": 0,
  "viasPerCell": 4.47,
  "initial_core_util_pct": 31.4,
  "rows": 25,
  "ant_nets": 0,
  "ys_area_um2": 1500,
  "maxSlewHeadroom_pct": 59.0,
  "pre_cts_slack_ns": 3.62,
  "fillers": 488,
  "timing.hold.ws_ns": 0.473,
  "clockBufferDepth": 2,
  "grt_pass1_vias": 1012,
  "grt_overflow": 0,
  "status": "complete, no violations",
  "rsz0062_at_grt": "no",
  "io_pins": 8,
  "cts_hold_buf": 0,
  "r2r_setup_slack_ns": 4.20,
  "cts_root_buf": "clkbuf_8",
  "port_buffers": 7,
  "required_ns": 6.19,
  "crit_chain": "clkdlybuf4s50_1 > buf_4 > and2_1",
  "synth-cells-yosys": 144,
  "setup_viol": 0,
  "unclocked_regs": 7,
  "place_area_um2": 1660,
  "fin_setup_tns_ns": 0,
  "untimed_endpoints": 12,
  "grt_usage_pct": 11.3,
  "syn_area_per_cell_um2": 10.4,
  "path_class": "primary input to register",
  "die_height_um": 72.8,
  "p_per_area_nw_per_um2": 154,
  "ys.flop_type": "dfrtp_1",
  "worstMarginPinSlew_ns": 0.609,
  "drt-total-wl_um": 2560,
  "max_stage_delay_ns": 0.46,
  "synth_flops": 32,
  "log.warning_count": 26,
  "yosys.cell_types.count": 32,
  "num_antenna_cells": 0,
  "postCtsSetupBuffers": 0,
  "start_kind": "primary input",
  "chipArea_um2": 5300,
  "cts_tree": "built",
  "peakVddDrop_v": 0.000146,
  "core_area_um2": 4790,
  "setup_slack_ns": 3.93,
  "hold_violations": 0,
  "hold_class": "register to register",
  "design_area_um2": 1700,
  "place_congestion": 0.804,
  "clk_pin_slew_ns": 0.08,
  "yosys_warnings": 1,
  "critPathMaxFanout": 32,
  "grt_pass1_wl_um": 4630
}
-- flip-flops by register name, summed over array words and instances (netlist names) --
register	flops
clk_count	24
div_clk	1
led	4
state	3
-- synthesized netlist by cell type, types with 2 or more instances --
library cell,number,area [um2]
dfrtp_1,30,751
nor2_1,17,63.8
xnor2_1,11,96.3
inv_1,9,33.8
xor2_1,9,78.8
nand2_1,8,30.0
nand3_1,8,40.0
nand4_1,8,50.1
nor4_1,6,37.5
a21oi_1,4,20.0
nor3_1,4,20.0
ha_1,3,37.5
nor4b_1,3,26.3
and2_1,2,12.5
nand3_2,2,20.0
o21ai_0,2,10.0
o31ai_1,2,15.0
or4_1,2,15.0
-- metrics by stage --
step           instances  total power [uW]  utilization (%)
3_3_place_gp         217               173             34.6
5_1_grt              221               276             35.6
6_report             221               263             35.6
3_5_place_dp         217               173             34.6
2_1_floorplan        144               167                -
4_1_cts              221               268             35.6
-- area by class of cell --
cell class / count / area [um2] / area share [%]
sequential: 32 / 807 / 47.4
multi-input combinational: 100 / 648 / 38.1
timing repair buffer: 9 / 85.1 / 5.00
tap: 67 / 83.8 / 4.92
clock buffer: 4 / 45.0 / 2.65
inverter: 9 / 33.8 / 1.98
-- where the power goes --
part	switching [uW]	leakage, uW	internal, uW	total, uW
registers	0	0.000424	164	164
clock network	47.7	0.0000228	45.8	93.5
logic	3.99	0.000285	1.52	5.51
total	51.7	0.000731	211	263
-- final timing paths --
kind,from,to,cells past startpoint
setup reg to reg,clk_count[0],clk_count[18],5
max in group asynchronous,rst_btn,clk_count[10],2
hold reg to reg,clk_count[23],clk_count[23],1
setup / recovery,rst_btn,div_clk,3
min in group asynchronous,rst_btn,clk_count[21],2
hold / removal,clk_count[23],clk_count[23],1
-- kinds of logic (layout without fill, tap and decap cells) --
family                     count (synthesis)  in the layout  synth area share, %
xor gates and xnor gates                  20             20                 11.7
and+or+nand+nor                           67             67                 24.5
AOI/OAI and AO/OA                         10             10                 4.08
buffers and inverters                     12             22                 3.58
adders and majority gates                  3              3                 2.50
DFF                                       32             32                 53.7
-- critical path: cells and delay by family --
family / cells / cell delay (ns)
buffers and inverters: 2 / 0.81
AND/OR/NAND/NOR: 1 / 0.19
-- layout by cell type, fill, tap and decap left out, types with 3 or more instances in the layout --
| cell | count |
|---|---|
| nor2_1 | 17 |
| clkdlybuf4s50_1 | 7 |
| nor3_1 | 4 |
| xor2_1 | 9 |
| a21oi_1 | 4 |
| nand4_1 | 8 |
| ha_1 | 3 |
| nand2_1 | 8 |
| clkbuf_8 | 3 |
| nand3_1 | 8 |
| inv_1 | 9 |
| xnor2_1 | 11 |
| nor4_1 | 6 |
| dfrtp_1 | 30 |
-- routing by layer --
layer	share of wire [%]	wire [um]	GRT usage [%]
met5	0	0	0
met1	53	1350	17.7
met2	44	1130	17.8
met3	2.6	66	1.96
met4	0.70	18	0.436
Power figures rest on the tool's default switching activity, not on a simulated workload.
