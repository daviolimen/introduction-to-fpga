$ cat /design/flow/design.v
module clock_divider #(
    parameter COUNT_WIDTH = 24,
    parameter [COUNT_WIDTH:0] MAX_COUNT = 6000000 - 1
) (
    input clk,
    input rst,
    output reg out
);
    reg div_clk;
    reg [COUNT_WIDTH:0] count;
    always @ (posedge clk or posedge rst) begin
        if (rst == 1'b1) begin
            count <= 0;
            out <= 0;
        end else if (count == MAX_COUNT) begin
            count <= 0;
            out <= ~out;
        end else begin
            count <= count + 1;
        end
    end
endmodule
module top_design (
    input clk,
    input rst_btn,
    input go_btn,
    output reg [3:0] led
);
    localparam STATE_IDLE = 2'd0;
    localparam STATE_UP = 2'd1;
    localparam STATE_DOWN = 2'd2;
    wire rst;
    wire go;
    assign rst = ~rst_btn;
    assign go = ~go_btn;
    wire div_clk;
    clock_divider divider (clk, rst, div_clk);
    defparam divider.COUNT_WIDTH = 32;
    defparam divider.MAX_COUNT = 1500000 - 1;
    reg [1:0] state;
    always @ (posedge div_clk or posedge rst) begin
        if (rst == 1'b1) begin
            led <= 4'b0;
            state <= STATE_IDLE;
        end else begin
            case (state)
                STATE_IDLE: begin
                    if (go == 1'b1) begin
                        state <= STATE_UP;
                    end
                end
                STATE_UP: begin
                    if (led == 4'hf) begin
                        state <= STATE_DOWN;
                    end else begin
                        led <= led + 1;
                    end
                end
                STATE_DOWN: begin
                    if (led == 4'b0) begin
                        state <= STATE_UP;
                    end else begin
                        led <= led - 1;
                    end
                end
                default: state <= STATE_IDLE;
            endcase
        end
    end
endmodule
$ cat /design/flow/run.sh
#!/bin/bash
# OpenROAD 26Q1-2900-gdf79404cd8, Yosys 0.63+post, stock flow scripts
make -C /OpenROAD-flow-scripts/flow DESIGN_CONFIG=/design/flow/config.mk WORK_HOME=/design/flow/orfs finish
$ cat /design/flow/config.mk
export PLATFORM = sky130hd
export DESIGN_NAME = top_design
export DESIGN_NICKNAME = top_design
export VERILOG_FILES = /design/flow/design.v
export SDC_FILE = /design/flow/constraint.sdc
export NUM_CORES = 4
export LEC_CHECK = 1
export CORE_UTILIZATION = 30
$ cat /design/flow/constraint.sdc
current_design top_design

set clk_period 6.5
set clk_io_pct 0.2

create_clock -name clk0 -period $clk_period [get_ports {clk}]

set non_clock_inputs [all_inputs -no_clocks]
set_input_delay [expr $clk_period * $clk_io_pct] -clock clk0 $non_clock_inputs
set_output_delay [expr $clk_period * $clk_io_pct] -clock clk0 [all_outputs]
==> impl_metrics.yaml <==
# yosys + openroad results
final_timing:
  unclocked_pins: 7
  finalHoldViolCount: 0
  drv_slew: 0
  period_used_pct: 32.44
  worst_slew_pin_slew_ns: 0.4812
  rsz0062_at_grt: "no"
  max_freq_ghz: 0.4743
  slew_headroom_pct: 67.09
  postLayoutSetupSlackWorst_ns: 4.392
  clock_skew_ns: 0.004977
  setup_viol: 0
  setup_tns_ns: 0
  untimed_endpoints: 11
  fin_crit_ns: 2.108
global_route:
  grtUsageTotal_pct: 10.62
  grt_pass1_wl_mm: 6.030
  grt_pass1_vias: 1367
  antenna_found_initial: 0
  grt-ovfl-total: 0
  grt_max_degree: 42
run_status:
  failed_checks: "design-rule violations"
  status: "complete, but fails checks"
logic_synthesis:
  synth_top_cell_by_area: "dfrtp_1"
  ys_async_sr_fraction_pct: 100.0
  ys_dominant_reg_cell: "dfrtp_1"
  synth-cells-yosys: 197
  ys_chip_area_mm2: 0.002017
  synth_flops: 41
  netlist_area_mm2: 0.002017
  synth.top_cell.area_share_pct: 49.63
  postSynthCellCount: 197
  ys_warn_count: 2
  synth.distinct_cells: 35
  ys_top_logic_family: "simple AND/OR/NAND/NOR gates"
  edf_count: 0
  xor_share_pct: 13.03
  ys_sh_mux_pct: 1.055
  synthAoiAreaFrac_pct: 5.149
  area_leaders: "dfrtp_1, xnor2_1, xor2_1"
  ys_sh_adder_pct: 2.854
  synth.cellmix.simpleShare_pct: 23.64
  ys_seq_share_pct: 50.93
  synth_area_per_cell_um2: 10.24
hold_path:
  worstHoldPathType: "reg2reg"
route:
  postRouteAntennaNets: 0
  routed_wl_mm: 3.454
  drtIter0Drc: 71
  num_vias: 1410
  vias_per_cell: 4.930
  wl_per_cell_um: 12.08
  dr.pass1.iters: 45
  num_antenna_cells: 0
  drc: 6
critical_path:
  ff2ff_path_depth: 5
  crit_end: "divider.count[18]"
  crit_path_cell_trace: "ha_1 -> nand4_2 -> or3_1 -> or4b_4 -> a21oi_2"
  r2r_slack_ns: 4.39
  crit_path_start: "divider.count[0]"
  cp-start-kind: "flip-flop"
  path_delay_family: "simple AND/OR/NAND/NOR gates"
  critical_path_class: "reg2reg"
  r2r-start: "divider.count[0]"
  arrival_ns: 2.33
  crit_fanout: 10
  cp.required_ns: 6.72
  slowest_stage: "or3_1"
  critPathMaxStageDelay_ns: 0.54
  r2r_end: "divider.count[18]"
  cp.depth: 5
  worst-path-buf-inv: 0
  cp-end-kind: "flip-flop"
clocking:
  cts_buffers: 5
  ctsResizeCount: 0
  cts_setup_buffers: 0
  ctsHoldBuffers: 0
  clk_path_buf_depth: 2
  clk_latency_ns: 0.28
  root_buffer: "clkbuf_8"
  cts_tree: "done"
  htree_levels: 2
  clkTransAtPathRegs_ns: 0.07
finish:
  fin_cells: 286
  area_growth_pct: 11.85
  final_util_pct: 35.13
  fillers: 630
  drive_above_1_share_pct: 8.134
placed_design:
  io_buffers: 6
  dp_hpwl_mm: 2.468
  place_inst: 278
  place_worst_setup_slack_ns: 4.397
  routabilityCongestion: 0.8048
floorplanning:
  die_w_um: 84.00
  rows: 29
  fp.dieH_um: 84.00
  ios: 7
  fp_util_pct: 31.40
  die_area_mm2: 0.007055
  core-area_mm2: 0.006422
power:
  p_total_mw: 0.3757
  max-vdd-ir-drop_mv: 0.06152
  leakage_nw: 0.9852
  p_per_area_mw_per_mm2: 166.6
run:
  drv_cap: 0
  tool_warnings: 25
## report_power, final
part           switching [mW]  leakage (nW)  internal [mW]
logic                 0.00495         0.403        0.00117
clock network          0.0727        0.0482         0.0854
registers                   0         0.534          0.212
## worst min-delay path by stage
stage                              from                end  cells after the start
final                 divider.count[32]  divider.count[32]                      1
after CTS             divider.count[32]  divider.count[32]                      1
after global routing  divider.count[32]  divider.count[32]                      1
## sequential cells by signal, indices dropped and copies added, names as in the netlist
signal,flops
state,3
led,4
divider.out,1
divider.count,33
## synthesized netlist by cell type (all sizes together), types with 2 or more instances
cell   instances
a21oi          9
and3           4
buf            4
dfrtp         40
ha             3
inv           13
nand2         10
nand3         11
nand4         10
nor2          14
nor3          10
nor4           8
nor4b          2
o21ai          6
or3            7
or4            3
xnor2         17
xor2          13
## per-layer routing
metal  share of wire [%]  GRT usage [%]
met1                  49          15.83
met2                  48          17.21
met3                 1.9          1.606
met4                 1.1          1.567
met5                   0              0
## cells by family (layout without fill, tap and decap cells)
| kind of cell | count (synthesis) | count (layout) |
|---|---|---|
| AOI/OAI and AO/OA | 18 | 18 |
| xor gates and xnor gates | 30 | 30 |
| adders and majority gates | 4 | 4 |
| buffers and inverters | 17 | 29 |
| DFF | 41 | 41 |
| muxes | 2 | 2 |
| and+or+nand+nor | 85 | 85 |
## cell usage in the layout, fill, tap and decap left out, drive strengths merged, types with 8 or more instances in the layout
cell type,instances
inv,13
nand4,10
xor2,13
dfrtp,40
nand3,11
a21oi,9
nand2,10
nor3,10
xnor2,17
nor2,14
nor4,8
## stage by stage
| stage | area (um^2) | hold WS (ns) |
|---|---|---|
| finish | 2256 | 0.4738 |
| global placement | 2165 | 0.4688 |
| floorplan | 2017 | 0.4426 |
| detailed placement | 2165 | 0.4665 |
| global route | 2256 | 0.4851 |
| CTS | 2256 | 0.4785 |
## layout make-up
cell class,instances,area (um^2),area share (%)
Sequential cell,41,1027,45.54
Multi-Input combinational cell,139,922.1,40.88
Tap cell,77,96.34,4.271
Clock buffer,7,86.33,3.827
Timing Repair Buffer,8,70.07,3.106
Inverter,13,48.80,2.163
Clock inverter,1,5.005,0.2219
No activity file was given, so power comes from the tool's default toggle rates.
